### config.mk
export PLATFORM = sky130hd
export DESIGN_NAME = DMEM
export DESIGN_NICKNAME = DMEM
export VERILOG_FILES = /design/flow/design.v
export SDC_FILE = /design/flow/constraint.sdc
export NUM_CORES = 4
export LEC_CHECK = 1
export CORE_UTILIZATION = 30
export SYNTH_MEMORY_MAX_BITS = 65536
### constraint.sdc
current_design DMEM

set clk_period 68.5
set clk_io_pct 0.2

create_clock -name clk0 -period $clk_period [get_ports {clk}]

set non_clock_inputs [all_inputs -no_clocks]
set_input_delay [expr $clk_period * $clk_io_pct] -clock clk0 $non_clock_inputs
set_output_delay [expr $clk_period * $clk_io_pct] -clock clk0 [all_outputs]
### design.v
module DMEM (input clk, rst_n,
             input [31:0] dataW, Addr,
             input MemRW,                
             output [31:0] dataR);
reg [31:0] DMEMi [0:256];
assign dataR= DMEMi[Addr]; 
always @(posedge clk) begin 
  if (!rst_n) begin
    DMEMi[Addr] <= 32'hxxxxxxxx; 
  end
  else begin
    if (MemRW==1'b1) begin 
      DMEMi[Addr] <= dataW;
    end
    else begin 
      DMEMi[Addr] <=  DMEMi[Addr];
    end
  end
end
endmodule
### run.sh
#!/bin/bash
# OpenROAD 26Q1-2900-gdf79404cd8, Yosys 0.63+post, stock flow scripts
make -C /OpenROAD-flow-scripts/flow DESIGN_CONFIG=/design/flow/config.mk WORK_HOME=/design/flow/orfs finish
==> impl_metrics.toml <==
# implementation run metrics
[sta]
rsz0062_at_grt = "no"
final.min_clock_period_ns = 35.53
timing.hold.ws_ns = 1.478
worst_slew_pin_slew_ns = 1.282
finalSetupTns_ns = 0
fin_crit_sh = 0.5186
drv_slew = 0
hold_viol_final = 0
relSlewSlack = 0.1372
fmax_ghz = 0.02815
fin_worst_skew_ns = 0.1192
final.setup.worst_slack_ns = 32.97
setup_viol = 0

[die]
chip_area_mm2 = 1.051
fp_util = 0.3012
die_w_um = 1025
pin_count = 99
die_h_um = 1025
rows = 375
core-area_mm2 = 1.043

[clock_tree]
clk_pin_slew_ns = 0.06
cts_made_buffers = 817
cts.sinks = 8224
clk_latency_ns = 1.22
cts-root-buf = "clkbuf_16"
h-tree-depth = 6
hold_buffers = 0
cts_buffer_depth = 4
cts_tree = "done"
cts_setup_buffers = 0
postCtsResizedCells = 0

[logic_synthesis]
syn_inst = 13800
yosysChipArea_mm2 = 0.3142
postSynthSeqShare = 0.7860
synth.cells.most_frequent = "8224 x edfxtp_1, 1898 x mux4_2, 587 x mux2i_1, 374 x nor2_1, 308 x nand2_1"
async_reset_ff_frac = 0
ff_type = "edfxtp_1"
yosys.area.top_type_share = 0.7860
edf_count = 8224
synth_area_mm2 = 0.3142
synth_warnings = 1
ys_cells = 13800
synth_top_cell_by_count = "edfxtp_1"
ys.flops = 8224
synth_area_per_cell_um2 = 22.77
top_cells_by_area = "edfxtp_1 79%, mux4_2 14%, mux2i_1 1.9%"
synthDistinctLibCells = 76
top_area_cell = "edfxtp_1"

[drt]
drt_iter0_drc = 11060
drcViolationCount = 0
wire_per_inst_um = 32.96
viasPerCell = 5.202
dr.pass1.iters = 6
vias = 153700
finalWirelength_um = 973900
drtAntennaViolNets = 0

[place]
dp_hpwl_um = 581200
dp.cells = 27940
numPortBuffers = 75
place_ws_ns = 32.86
routabilityCongestion = 0.9256

[worst_hold_path]
hp-class = "register to register"

[pwr]
p_leak_nw = 111.3
internal_power_mw = 8.151
p_sw_frac = 0.2238
peakVddDrop_mv = 0.02976
p_clk_frac = 0.406
p_comb_frac = 0.060
seq_power_share = 0.535
p_sw_mw = 2.351
powerDensity_mw_per_mm2 = 28.90

[setup_path]
end_kind = "output pin"
cp_max_fo = 53
cp.required_ns = 54.80
worstSetupPathType = "primary input to output pin"
critPathLaunchType = "primary input"
worst-endpoint-arrival_ns = 21.83

[final_layout]
final_layout_size_suffix_gt1_frac = 0.2813
largest_reg_flops = 8224
layout.cells.non_filler = 29550
area_growth_pct = 15.67
reg_top3 = "DMEMi (8224)"
fillers = 94280
regMostFlops = "DMEMi"
post-route-util = 0.3484

[job]
cap_violations = 0
warnings = 57

[grt]
globalRouteTotalUtil = 0.1973
grt_max_degree = 138
grt_pass1_wl_um = 1330000
overflow = 0
antenna_found_initial = 75
first_global_vias = 166400

[status]
run_status = "completed"
layer usage:
| metal | global-route usage | share of wire | routed length (um) | up-vias |
|---|---|---|---|---|
| li1 | - | - | - | 61320 |
| met1 | 0.1792 | 0.27 | 264000 | 77640 |
| met2 | 0.2725 | 0.43 | 422600 | 12620 |
| met3 | 0.2094 | 0.24 | 229500 | 1998 |
| met4 | 0.08044 | 0.053 | 52100 | 125 |
| met5 | 0.05658 | 0.0059 | 5716 | - |
critical path, stage by stage:
cell             delay [ns]
buf_16                 0.30
buf_4                  0.77
buf_4                  0.65
buf_4                  0.62
buf_4                  0.65
buf_4                  0.58
buf_4                  0.42
buf_4                  0.67
mux4_2                 0.58
a221oi_1               0.65
a31oi_2                0.19
buf_4                  0.28
nor4_2                 0.26
buf_4                  0.24
nand3_1                0.47
clkdlybuf4s50_1        0.58
worst paths after layout:
path,from,end,depth (start not counted),slack (ns)
min,DMEMi[256][15],DMEMi[65][15],6,1.48
max,Addr[0],dataR[16],16,32.97
max reg2reg,DMEMi[62][18],DMEMi[54][18],9,62.30
min reg2reg,DMEMi[256][15],DMEMi[65][15],6,1.48
placed cells by master, fill, tap and decap left out, types with 25 or more instances in the layout:
| cell type | netlist | routed |
|---|---|---|
| a211oi_1 | 25 | 25 |
| a21oi_1 | 112 | 112 |
| a221oi_1 | 115 | 114 |
| a22o_1 | 69 | 69 |
| a22oi_1 | 263 | 263 |
| a31oi_1 | 43 | 39 |
| buf_4 | 115 | 901 |
| bufinv_16 | 0 | 42 |
| clkbuf_1 | 290 | 203 |
| clkbuf_16 | 0 | 821 |
| clkdlybuf4s50_1 | 0 | 66 |
| clkinv_1 | 0 | 232 |
| clkinv_2 | 1 | 130 |
| diode_2 | 0 | 112 |
| edfxtp_1 | 8224 | 8224 |
| mux2_2 | 98 | 74 |
| mux2_8 | 0 | 25 |
| mux2i_1 | 587 | 587 |
| mux4_2 | 1898 | 1898 |
| nand2_1 | 308 | 280 |
| nand3_1 | 95 | 95 |
| nand4_1 | 31 | 31 |
| nor2_1 | 374 | 108 |
| nor2_4 | 0 | 259 |
| nor3_1 | 35 | 29 |
| o21ai_0 | 135 | 132 |
| o221ai_1 | 33 | 33 |
| o22ai_1 | 191 | 191 |
logic make-up (layout without fill, tap and decap cells):
group / count (synthesis) / count (layout) / synth area share
flip-flops: 8224 / 8224 / 0.7860
multiplexers: 2584 / 2584 / 0.1583
AND-OR/OR-AND: 1190 / 1190 / 0.02721
AND/OR/NAND/NOR: 1000 / 1000 / 0.01434
buffers and inverters: 801 / 2489 / 0.01420
other: 0 / 112 / 0
per-stage QoR:
stage | area [um2] | total power [mW]
after floorplan | 314200 | 6.060
after global placement | 337900 | 6.326
after detailed placement | 337900 | 6.336
after CTS | 363200 | 10.54
after global routing | 363300 | 10.76
final | 363400 | 10.50
area by class of cell:
type | instances | area (um2) | share of cell area
sequential | 8224 | 247000 | 0.6795
multi-input combinational | 4774 | 65710 | 0.1808
clock buffer | 1024 | 21310 | 0.05863
tap | 13950 | 17450 | 0.04802
timing repair buffer | 985 | 7739 | 0.02129
clock inverter | 474 | 3941 | 0.01084
antenna | 112 | 280.3 | 0.0007712
inverter | 6 | 51.30 | 0.0001412
power groups by stage:
stage / Sequential (mW) / Clock (mW) / Combinational, mW
after CTS: 5.61 / 4.31 / 0.617
after global routing: 5.61 / 4.49 / 0.656
final: 5.61 / 4.26 / 0.625
No activity file was given, so power comes from the tool's default toggle rates.
