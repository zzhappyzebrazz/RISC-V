==> design/flow/design.v <==
module mux_W (input [31:0] mem, alu, pc_add4,
              input [1:0] WB_sel,
              output reg [31:0] wb);
always @(WB_sel, mem, alu, pc_add4) begin 
  case (WB_sel)
    2'b00: wb= mem; 
    2'b01: wb= alu; 
    2'b10: wb= pc_add4; 
    default: wb= 32'hxxxxxxxx;
  endcase
end
endmodule
==> design/flow/run.sh <==
#!/bin/bash
# OpenROAD 26Q1-2900-gdf79404cd8, Yosys 0.63+post, stock flow scripts
make -C /OpenROAD-flow-scripts/flow DESIGN_CONFIG=/design/flow/config.mk WORK_HOME=/design/flow/orfs finish
==> design/flow/config.mk <==
export PLATFORM = sky130hd
export DESIGN_NAME = mux_W
export DESIGN_NICKNAME = mux_W
export VERILOG_FILES = /design/flow/design.v
export SDC_FILE = /design/flow/constraint.sdc
export NUM_CORES = 4
export LEC_CHECK = 1
export CORE_AREA = 10 10 89 89
export DIE_AREA = 0 0 99 99
==> design/flow/constraint.sdc <==
current_design mux_W

set clk_period 5.2
set clk_io_pct 0.2

create_clock -name clk0 -period $clk_period

set non_clock_inputs [all_inputs -no_clocks]
set_input_delay [expr $clk_period * $clk_io_pct] -clock clk0 $non_clock_inputs
set_output_delay [expr $clk_period * $clk_io_pct] -clock clk0 [all_outputs]
==> impl_metrics.py <==
# Flow results
metrics = {
    "status": {
        "status": "complete, no violations",
    },
    "place": {
        "io_buffers": 130,
        "dp_hpwl_mm": 3.906,
        "dp.cells": 307,
        "gp_congestion": 0.7521,
    },
    "min_path": {
        "hp-start": "mem[22]",
        "hold_path.class": "in -> out",
        "holdPathStages": 4,
        "whs_endpoint": "wb[22]",
    },
    "setup_path": {
        "cp-end-kind": "primary output",
        "timing.critical_path.depth": 7,
        "crit_fanout": 34,
        "cpLargestDelayFamily": "buffers and inverters",
        "crit_top_cell": "clkdlybuf4s50_1",
        "critPathKind": "in -> out",
        "crit_path_max_incr_delay_ns": 0.67,
        "cpMaxStageDelayCell": "ha_2",
        "cp.required_ns": 4.16,
        "cp-start-kind": "input port",
        "cp.arrival_ns": 3.14,
        "cp_cell_sequence": "clkdlybuf4s50_1 > inv_1 > ha_2 > buf_12 > nand2_1 > o21ai_0 > clkdlybuf4s50_1",
        "path_buffers": 4,
    },
    "timing": {
        "hold_viol": 0,
        "max_slew_margin_pct": 55.65,
        "report.final.slew_viol_count": 0,
        "finalCriticalPeriod_ns": 4.184,
        "fmax_mhz": 239.0,
        "setup-tns-final_ns": 0,
        "rsz0062_at_grt": "false",
        "worstMarginPinSlew_ns": 0.6653,
        "finalSetupViolations": 0,
        "period_used_pct": 80.46,
    },
    "run": {
        "warnings": 33,
        "drv_cap": 0,
    },
    "global_routing": {
        "antenna_found_initial": 0,
        "overflow": 0,
        "grt_util_all_layers_pct": 8.607,
        "grt_pass1_vias": 1279,
        "grt_pass1_wl_mm": 6.996,
        "grt_max_degree": 35,
    },
    "detailed_routing": {
        "drc_errors": 0,
        "avgRoutedWirePerCell_um": 15.14,
        "vias_per_cell": 4.137,
        "drt_iter0_drc": 25,
        "vias": 1270,
        "totalWireLength_mm": 4.647,
        "drtAntennaViolNets": 0,
        "insertedDiodeCount": 0,
        "dr.pass1.iters": 4,
    },
    "power_and_ir_drop": {
        "p_leak_uw": 0.0007134,
        "ir_worst_vdd_v": 0.00004533,
        "p_per_area_nw_per_um2": 93.15,
        "finalPower_uw": 185.4,
    },
    "finish": {
        "area_growth_syn_to_layout_pct": 212.6,
        "num-clock-buffers": 0,
        "layout.cells.non_filler": 307,
        "drive_above_1_share_pct": 1.293,
        "flop_area_um2": 0,
        "numSequentialCells": 0,
    },
    "synthesis": {
        "synth_warnings": 1,
        "synth_area_leader_cell": "a22oi_1",
        "synth_area_um2": 636.9,
        "topCellsByArea": "a22oi_1, o21ai_1, nand2_1",
        "yosysChipArea_um2": 636.9,
        "ys_cells": 113,
        "syn_area_per_cell_um2": 5.636,
        "ys_types": 8,
        "syn_inst": 113,
        "synth_top_area_share_pct": 37.72,
        "top_cells_by_count": "a22oi_1, nand2_1, o21ai_1, buf_2, buf_6",
        "synth_seq_share_pct": 0,
    },
    "clocking": {
        "postCtsSetupBuffers": 0,
        "cts.repair.resized": 0,
        "cts_hold_buf": 0,
    },
    "die": {
        "num_io_pins": 130,
        "chipArea_um2": 9801,
        "fp_util_pct": 10.63,
        "die_h_um": 99,
        "core_area_um2": 5991,
        "die_w_um": 99,
        "fp-row-count": 28,
    },
}
-- area by class of cell --
cell class	instances	area, µm²
Inverter	2	7.507
Fill cell	635	4000
Multi-Input combinational cell	98	548.0
Tap cell	75	93.84
Timing Repair Buffer	132	1341
-- report_power, final --
part	internal (µW)	switching (µW)
clock network	0	0
logic	132	52.9
registers	0	0
-- worst min-delay path, stage by stage --
cell             delay [ns]
clkdlybuf4s50_1        0.39
nand2_1                0.06
o21ai_1                0.05
clkdlybuf4s50_1        0.41
-- worst max path at each step --
stage / slack [ns] / endpoint / startpoint
global route: 0.84 / wb[19] / WB_sel[0]
finish: 1.02 / wb[29] / WB_sel[0]
CTS: 0.97 / wb[20] / WB_sel[0]
-- per-stage QoR --
step	cell area (µm²)	util (%)	hold WS, ns	setup slack [ns]
after global placement	1991	33.23	2.992	0.9438
after CTS	1991	33.23	2.994	0.9747
after floorplan	636.9	-	2.136	2.418
after global routing	1991	33.23	3.015	0.8426
final	1991	33.23	2.989	1.016
after detailed placement	1991	33.23	2.993	0.9809
-- routing by layer --
metal / part of all wire, % / global-route usage [%] / wire length, µm / up-vias
li1: - / - / - / 659
met1: 40 / 10.23 / 1870 / 526
met2: 46 / 14.83 / 2129 / 85
met3: 14 / 3.805 / 647 / 0
met4: 0 / 0 / 0 / 0
met5: 0 / 0 / 0 / -
-- kinds of logic (layout without fill, tap and decap cells) --
group	after synthesis	after routing	share of synthesized area, %
simple gates	32	32	18.86
fa+ha+maj	2	2	3.929
compound gates	64	64	62.87
buf+inv	15	134	14.34
-- cells in the final DEF (no fill, tap or decap) --
cell,instances
clkdlybuf4s50_1,130
inv_1,2
a22oi_1,32
o21ai_1,30
ha_2,1
ha_1,1
buf_12,2
o21ai_0,2
nand2_1,32
