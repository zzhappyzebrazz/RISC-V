`design/flow/config.mk`:
```
export PLATFORM = sky130hd
export DESIGN_NAME = alu
export DESIGN_NICKNAME = alu
export VERILOG_FILES = /design/flow/design.v
export SDC_FILE = /design/flow/constraint.sdc
export NUM_CORES = 4
export LEC_CHECK = 1
export CORE_UTILIZATION = 50
```
`design/flow/constraint.sdc`:
```
current_design alu

set clk_period 24.1
set clk_io_pct 0.2

create_clock -name clk0 -period $clk_period

set non_clock_inputs [all_inputs -no_clocks]
set_input_delay [expr $clk_period * $clk_io_pct] -clock clk0 $non_clock_inputs
set_output_delay [expr $clk_period * $clk_io_pct] -clock clk0 [all_outputs]
```
`design/flow/design.v`:
```
module alu (input [31:0] in1, in2,
            input [3:0] alu_sel,
            output reg [31:0] alu_out);
wire lt1, lt2, eq1, eq2;
branch_comp c1 (.rs1(in1), .rs2(in2), .BrUn(1'b0), .BrEq(eq1), .BrLt(lt1));
branch_comp c2 (.rs1(in1), .rs2(in2), .BrUn(1'b1), .BrEq(eq2), .BrLt(lt2));
always @(alu_sel, in1, in2, eq1, eq2, lt1, lt2) begin
  case (alu_sel)
    4'b0000: alu_out= in1 + in2;
    4'b0001: alu_out= in1 - in2;
    4'b0010: alu_out= in1 << in2; 
    4'b0011: begin 
               if (eq1) 
                 alu_out= 32'h00000000;
               else if (lt1) 
                 alu_out= 32'hffffffff;
               else 
                 alu_out= 32'h00000000;
             end
    4'b0100: begin 
               if (eq2) 
                 alu_out= 32'h00000000;
               else if (lt2) 
                 alu_out= 32'hffffffff;
               else 
                 alu_out= 32'h00000000;
             end
    4'b0101: alu_out = in1 ^ in2; 
    4'b0110: alu_out= in1 >> in2; 
    4'b0111: alu_out= in1 >>> in2; 
    4'b1000: alu_out= in1 | in2; 
    4'b1001: alu_out= in1 & in2; 
    4'b1010: alu_out= in2;  
    default: alu_out= 32'hxxxxxxxx;
  endcase
end
endmodule
module branch_comp (input [31:0] rs1, rs2,
                    input BrUn, 
                    output reg BrEq, BrLt);  
wire [31:0] rs1_n, rs2_n;
assign rs1_n= (~rs1) +1; 
assign rs2_n= (~rs2) +1;
always @(BrUn, rs1, rs2) begin
  if (BrUn==1'b1) begin 
    if (rs1 < rs2) begin
      BrLt = 1'b1; 
      BrEq = 1'b0;
    end
    else if (rs1 == rs2) begin
      BrEq= 1'b1; 
      BrLt= 1'bx;  
    end
    else begin
      BrEq= 1'b0;
      BrLt= 1'b0;
    end
  end
  else begin 
    case ({rs1[31], rs2[31]}) 
      2'b10: begin  
               BrLt= 1'b1;
               BrEq= 1'b0;
             end
      2'b01: begin  
               BrLt= 1'b0;
               BrEq= 1'b0;
             end
      2'b00:   begin             
               if (rs1 < rs2) begin
                 BrLt = 1'b1;
                 BrEq = 1'b0;
               end
               else if (rs1 == rs2) begin
                 BrEq= 1'b1;
                 BrLt= 1'bx;
               end
               else begin
                 BrEq= 1'b0;
                 BrLt= 1'b0;
               end
               end
      2'b11: begin 
              if (rs1_n < rs2_n) begin 
                BrLt = 1'b0; 
                BrEq = 1'b0;
              end
              else if (rs1_n == rs2_n) begin 
                BrEq= 1'b1;
                BrLt= 1'bx;
              end
              else begin 
                BrEq= 1'b0;
                BrLt= 1'b1;
              end
            end
    endcase
  end
end
endmodule
```
`design/flow/run.sh`:
```
#!/bin/bash
# OpenROAD 26Q1-2900-gdf79404cd8, Yosys 0.63+post, stock flow scripts
make -C /OpenROAD-flow-scripts/flow DESIGN_CONFIG=/design/flow/config.mk WORK_HOME=/design/flow/orfs finish
```
==> impl_metrics.env <==
# physical design summary
export IMPL_holdBufCountCts=0
export IMPL_remaining_drc_errors=0
export IMPL_critical_path_startpoint="in1[3]"
export IMPL_starting_drt_drc_count=1610
export IMPL_openroad_warnings=98
export IMPL_post_synth_num_cell_types=82
export IMPL_worst_slew_margin_rel_pct=41.9
export IMPL_max_vdd_ir_drop_v=0.0000194
export IMPL_die_x_um=146
export IMPL_ys_warnings_count=2
export IMPL_synth_cells_yosys=1589
export IMPL_first_pass_grt_wire_length_mm=75.3
export IMPL_grt_pass1_vias=11900
export IMPL_final_area_mm2=0.0114
export IMPL_synth_top_cell_area_share_pct=15.7
export IMPL_postSynthCellCount=1589
export IMPL_insertedDiodeCount=0
export IMPL_num_vias=13100
export IMPL_dp_hpwl_mm=39.3
export IMPL_crit_arrival_ps=11090
export IMPL_final_antenna_net_count=0
export IMPL_synth_area_top_cells="ha_1, a21oi_1, nor2_1"
export IMPL_worst_setup_path_type="input pin to primary output"
export IMPL_detail_route_vias_per_cell=7.00
export IMPL_design_portCount=100
export IMPL_worstPathMaxFanout=22
export IMPL_final_layout_size_suffix_gt1_share_pct=6.27
export IMPL_transition_time_at_the_pin_with_the_least_slew_margin_ps=850
export IMPL_fmax_mhz=62.9
export IMPL_timing_setup_tns_ps=0
export IMPL_cp_start_kind="input pin"
export IMPL_grt_setup_unrepaired="no"
export IMPL_grt_overflow=0
export IMPL_wirelength_mm=49.8
export IMPL_timing_final_crit_period_ps=15910
export IMPL_worst_ep_required_time_ps=19280
export IMPL_synth_avg_cell_area_um2=6.52
export IMPL_port_buffer_count=100
export IMPL_holdWs_ps=10830
export IMPL_cts_setup_buffers=0
export IMPL_number_of_antenna_violations_at_the_first_check_in_global_routing=0
export IMPL_path_category_of_the_worst_min_delay_check="input pin to primary output"
export IMPL_setup_violations=0
export IMPL_drt_first_pass_iters=8
export IMPL_power_density_mw_per_mm2=22.2
export IMPL_grt_start_max_net_pins=67
export IMPL_synth_chip_area_mm2=0.0104
export IMPL_final_clkbuf_count=0
export IMPL_critical_path_endpoint_type="primary output"
export IMPL_yosysTopAreaCell="ha_1"
export IMPL_routed_wire_length_per_instance_um=26.7
export IMPL_timing_final_hold_violations=0
export IMPL_fin_crit_sh_pct=66.0
export IMPL_grt_use_total_pct=47.2
export IMPL_max_cap_violations=0
export IMPL_fp_dieH_um=146
export IMPL_synth_area_mm2=0.0104
export IMPL_post_cts_resized=0
export IMPL_gp_routability_congestion=1.09
export IMPL_std_cell_rows=52
export IMPL_maxSlewViolCount=0
export IMPL_die_area_mm2=0.0213
export IMPL_worstSetupEndpoint="alu_out[31]"
export IMPL_detailed_place_area_mm2=0.0114
export IMPL_ff_count=0
export IMPL_floorplan_core_area_mm2=0.0203
export IMPL_outcome="finished clean"
export IMPL_floorplanUtilization_pct=51.1
export IMPL_flop_area_um2=0
export IMPL_area_growth_synth_to_final_pct=10.2
export IMPL_yosys_stat_seqShare_pct=0
export IMPL_p_leak_nw=4.40
[final cells by class]
class,count,area [um2]
inverters,103,387
multi-input cells,1366,9520
well taps,270,338
fillers,2078,8880
repair buffers,125,1170
[synthesized netlist by cell type, types with 7 or more instances]
master,number
or3_1,11
a21o_1,18
o21bai_1,18
o2111ai_1,11
a22oi_1,22
nand4_1,21
o211ai_1,29
o21ai_0,112
nand2_1,144
buf_1,24
clkbuf_1,80
mux2i_1,29
buf_2,14
nor2b_1,10
nand3_1,52
mux4_2,26
a211oi_1,34
nand2b_1,23
a221o_1,16
a221oi_1,22
a21oi_1,141
inv_1,92
nor3_1,39
nor2_1,167
nor4_1,28
a31oi_1,22
nor4_2,7
o21ai_1,10
and3_1,12
inv_2,7
o22ai_1,25
and2_1,11
ha_1,130
o31ai_1,9
xnor2_1,65
[placed cells by master (no fill, tap or decap), drive strengths merged, types with 16 or more instances in the layout]
cell / Yosys / layout
nor2: 168 / 168
nand2: 145 / 145
a21oi: 141 / 141
ha: 130 / 130
o21ai: 122 / 122
inv: 99 / 99
clkdlybuf4s50: 0 / 96
xnor2: 65 / 65
nand3: 52 / 52
nor3: 41 / 41
a211oi: 40 / 40
nor4: 35 / 35
o211ai: 29 / 29
mux2i: 29 / 29
buf: 40 / 29
mux4: 26 / 26
o22ai: 25 / 25
nand2b: 23 / 23
a31oi: 22 / 22
a221oi: 22 / 22
a22oi: 22 / 22
nand4: 21 / 21
a21o: 18 / 18
o21bai: 18 / 18
a221o: 16 / 16
[critical path, cell delays in order]
cell	delay, ps
clkdlybuf4s50_1	650
nor2_1	310
nand3_1	130
nor2_1	130
nand2_1	140
nor2_1	310
nand3_1	170
nor3_1	620
nand2_1	240
nor3_1	280
xnor2_1	110
ha_1	330
nand4_1	150
nor3_1	360
o21ai_0	210
a31o_2	270
nand4_1	80
a32o_1	460
buf_4	410
nor3b_1	350
o211ai_1	130
clkdlybuf4s50_1	420
[where the power goes]
group | internal [mW] | switching, mW
combinational | 0.0992 | 0.155
sequential | 0 | 0
clock | 0 | 0
total | 0.0992 | 0.155
[worst min path at each step]
| stage | from | end | slack (ps) | cells after the start |
|---|---|---|---|---|
| 4_1_cts | in2[1] | alu_out[1] | 10840 | 6 |
| 5_1_grt | in2[1] | alu_out[1] | 10890 | 6 |
| 6_report | in2[1] | alu_out[1] | 10830 | 6 |
[layer usage]
metal	up-vias	GRT usage (%)	part of all wire [%]	routed length [um]
li1	5940	-	-	-
met1	5986	61.8	38	19100
met2	915	70.7	43	21200
met3	213	10.9	11	5590
met4	0	29.2	7.9	3930
met5	-	0	0	0
[through the flow]
step	worst slack, ps	total power, mW	instances	util [%]
2_1_floorplan	10280	0.150	1589	-
3_3_place_gp	8620	0.244	1864	56.2
3_5_place_dp	8430	0.244	1864	56.2
4_1_cts	8390	0.245	1864	56.2
5_1_grt	7690	0.271	1864	56.2
6_report	8190	0.254	1864	56.2
[cell families (layout without fill, tap and decap cells)]
kind of cell / Yosys count / after routing / share of synthesized area, %
simple gates: 548 / 548 / 25.2
mux: 62 / 62 / 9.21
fa+ha+maj: 132 / 132 / 16.1
xor+xnor: 67 / 67 / 5.66
compound gates: 557 / 557 / 35.5
buf+inv: 223 / 228 / 8.39
No activity file was given, so power comes from the tool's default toggle rates.
